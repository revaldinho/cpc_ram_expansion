===== flow/design.v =====
module cpld_fourrom(dip, reset_b,adr15,adr14,adr13,ioreq_b,mreq_b,romen_b,wr_b,rd_b,data,romdis,rom01cs_b,rom23cs_b, clk, romoe_b, skt01p27, skt23p27, roma14);
  input [7:0] dip;  
  input reset_b;
  input adr15;
  input adr14;
  input adr13;
  input ioreq_b;
  input mreq_b;
  input romen_b;
  input wr_b;
  input rd_b;
  input [7:0] data;
  input  clk;
  output romdis;
  output rom01cs_b;
  output rom23cs_b;
  output romoe_b;
  output skt01p27;
  output skt23p27;
  output roma14;
  reg       clken_lat_qb;
  reg [7:0] romsel_q;
  reg [3:0] rom16k_cs_r ;
  assign rom01cs_b = !(rom16k_cs_r[0] | rom16k_cs_r[1]) ;
  assign rom23cs_b = !(rom16k_cs_r[2] | rom16k_cs_r[3]) ;
  assign roma14    =   rom16k_cs_r[1] | rom16k_cs_r[3];
  assign skt01p27  = (!dip[6])?1'b1: roma14; 
  assign skt23p27  = (!dip[7])?1'b1: roma14; 
  assign romoe_b  =   romen_b | !rom16k_cs_r;
  assign romdis   = | rom16k_cs_r ;
  wire      wclk    = !(clk|clken_lat_qb); 
  always @ ( * )
    if ( clk )
      clken_lat_qb <= !(!ioreq_b && !wr_b && !adr13);
  always @ (negedge reset_b or posedge wclk )
    if ( !reset_b)
      romsel_q <= 8'b0;
    else
      romsel_q <= data; 
  always @ ( * ) 
    begin
      rom16k_cs_r = 4'b0;
      if (!adr14)
        rom16k_cs_r[0] = ( dip[0] & (dip[5:4]==2'b0));
      else
        if ( dip[5:4]== 2'h0 ) begin
          rom16k_cs_r[0] = 1'b0;          
          rom16k_cs_r[1] = dip[1] & ( romsel_q == 8'h00 ) ;
          rom16k_cs_r[2] = dip[2] & ( romsel_q == 8'h01 ) ;
          rom16k_cs_r[3] = dip[3] & ( romsel_q == 8'h02 ) ;
        end
        else if ( dip[5:4]== 2'h1 ) begin
          rom16k_cs_r[0] = dip[0] & ( romsel_q == 8'h01 ) ;
          rom16k_cs_r[1] = dip[1] & ( romsel_q == 8'h02 ) ;
          rom16k_cs_r[2] = dip[2] & ( romsel_q == 8'h03 ) ;
          rom16k_cs_r[3] = dip[3] & ( romsel_q == 8'h04 ) ;
        end
        else if ( dip[5:4]== 2'h2 ) begin
          rom16k_cs_r[0] = dip[0] & ( romsel_q == 8'h05 ) ;
          rom16k_cs_r[1] = dip[1] & ( romsel_q == 8'h06 ) ;
          rom16k_cs_r[2] = dip[2] & ( romsel_q == 8'h09 ) ;
          rom16k_cs_r[3] = dip[3] & ( romsel_q == 8'h0E ) ;
        end
        else if ( dip[5:4]== 2'h3 ) begin
          rom16k_cs_r[0] = dip[0] & ( romsel_q == 8'h0A ) ;
          rom16k_cs_r[1] = dip[1] & ( romsel_q == 8'h0B ) ;
          rom16k_cs_r[2] = dip[2] & ( romsel_q == 8'h0C ) ;
          rom16k_cs_r[3] = dip[3] & ( romsel_q == 8'h0D ) ;
        end
    end  
endmodule

===== flow/run.sh =====
#!/bin/bash
# OpenROAD 26Q1-2900-gdf79404cd8, Yosys 0.63+post, stock flow scripts
make -C /OpenROAD-flow-scripts/flow DESIGN_CONFIG=/design/flow/config.mk WORK_HOME=/design/flow/orfs finish

===== flow/config.mk =====
export PLATFORM = sky130hd
export DESIGN_NAME = cpld_fourrom
export DESIGN_NICKNAME = cpld_fourrom
export VERILOG_FILES = /design/flow/design.v
export SDC_FILE = /design/flow/constraint.sdc
export NUM_CORES = 4
export LEC_CHECK = 1
export CORE_AREA = 10 10 70 70
export DIE_AREA = 0 0 80 80

===== flow/constraint.sdc =====
current_design cpld_fourrom

set clk_period 2.9
set clk_io_pct 0.2

create_clock -name clk0 -period $clk_period

set non_clock_inputs [all_inputs -no_clocks]
set_input_delay [expr $clk_period * $clk_io_pct] -clock clk0 $non_clock_inputs
set_output_delay [expr $clk_period * $clk_io_pct] -clock clk0 [all_outputs]

==> notes.md <==
impl run done, here's what came out: final setup vio count=0, Worst Setup SP=dip[5], Fillers=354, Post-Place Cells=133, Setup TNS Final=0 ps, Starting Density=0.162, Detailed Place HPWL=~1.4 mm, synth unique cells=36, PortBufs=30, Boundary Pins=33, DRC viols=0, Die X=roughly 80 µm, crit path kind=in2out, register pins left without a clock=9, initial antenna violation count=0, Rel. slew slack=0.675, starting DRC count in detailed routing=51, die area=between 6000 and 7000 µm², startpoint types=input pin, vias per cell=about 4.2, Cell Pwr Density=60.1 nW/µm², CORE AREA=roughly 3400 µm², syn avg cell area=about 9.9 µm², worst slew pin tran=483 ps, CP Data Required Time=about 2300 ps, Leak=0.348 nW, status=finished clean, peak supply drop=0.0000310 V, Core Util, Final=0.284, setup ws final=72.1 ps, Final Hold Viols=0, fin crit period=~2800 ps, Max Slew Vio Count=0, share of layout cells above drive strength 1=0.230, WL final=~1.6 mm, timing endpoint of the critical path=rom01cs_b, Finished Layout Cells=133, Storage cell area=215 µm², FP Rows=21, first-pass GRT wire length=2.71 mm, area grow syn2layout=75.3%, OpenROAD warning count=35, pin count of the biggest net entering global routing=11, Crit Path Max Fanout=6, Critical Path AT=roughly 2300 ps, Inserted Diodes=0, vias in the first global route=616, endpoints left unconstrained=9, router iterations before antenna repair=4, hold_ws=1730 ps, Comb area=357 µm², gpl congestion=0.759, Die Height=80 µm, fin crit share=0.975, synthesized area=553 µm², gr usage total=0.0499, yosys stat area=553 µm², GR Overflow Total=0, Syn. warnings=1, dpl ws=-448 ps, DR vias=556, antenna-violating nets left=0, Yosys reg bits=9, Routed WL per cell=11.7 µm, MaxCap Viol Count=0, Setup crit end kind=output port, Yosys Instances=56, worst hold-check path type=in2out, Syn Inst Count=56, RSZ-0062 raised after global routing=no, fmax=0.354 GHz
## cell usage after synthesis
| cell | number | share of area |
|---|---|---|
| nand2_1 | 1 | 0.0068 |
| dlxtp_1 | 1 | 0.027 |
| nor4_1 | 2 | 0.023 |
| nand4_1 | 2 | 0.023 |
| nand2b_1 | 1 | 0.011 |
| buf_6 | 1 | 0.020 |
| or4b_4 | 1 | 0.025 |
| o21ai_0 | 2 | 0.018 |
| a211oi_2 | 1 | 0.023 |
| a41o_1 | 1 | 0.018 |
| nor2b_1 | 1 | 0.011 |
| and2_1 | 2 | 0.023 |
| o311ai_2 | 1 | 0.029 |
| buf_2 | 1 | 0.0090 |
| nand3_1 | 3 | 0.027 |
| nand4b_1 | 1 | 0.016 |
| or2b_1 | 1 | 0.014 |
| dfrtn_1 | 8 | 0.36 |
| nand3b_1 | 3 | 0.041 |
| a211oi_1 | 1 | 0.014 |
| a2111oi_0 | 2 | 0.032 |
| or3b_1 | 1 | 0.016 |
| or2_2 | 2 | 0.023 |
| a21oi_1 | 1 | 0.0090 |
| or3b_2 | 1 | 0.016 |
| o21ai_1 | 1 | 0.0090 |
| or4_1 | 1 | 0.014 |
| or3_1 | 1 | 0.011 |
| buf_4 | 1 | 0.014 |
| inv_1 | 3 | 0.020 |
| o221ai_1 | 1 | 0.016 |
| nand4bb_1 | 1 | 0.020 |
| nor3_1 | 2 | 0.018 |
| and2_2 | 1 | 0.014 |
| o21bai_1 | 1 | 0.014 |
| o2111ai_1 | 1 | 0.016 |
## power by group
group	leakage [nW]	total [mW]	internal (mW)	switching, mW
combinational	0.247	0.0536	0.0376	0.0160
clock	0	0	0	0
sequential	0.101	0.00462	0.00334	0.00128
## routing by layer
layer | track usage | vias up | share of wire
met5 | 0 | - | 0
met3 | 0.0102 | 0 | 0.064
li1 | - | 278 | -
met4 | 0 | 0 | 0
met2 | 0.0803 | 19 | 0.48
met1 | 0.0712 | 259 | 0.46
## flip-flops by register name, summed over array words and instances (netlist names)
name	count
clken_lat_qb	1
romsel_q	8
## cell type report
cell class / instances / share of cell area
well taps: 46 / 0.0594
repair buffers: 34 / 0.339
multi-input cells: 41 / 0.368
inverters: 3 / 0.0116
flip-flops and latches: 9 / 0.222
## cell usage in the layout, fill, tap and decap left out, types with 2 or more instances in the layout
| cell type | count |
|---|---|
| inv_1 | 3 |
| a2111oi_2 | 2 |
| dfrtn_1 | 8 |
| clkdlybuf4s50_1 | 25 |
| or2_2 | 2 |
| nor4_1 | 2 |
| and2_1 | 2 |
| nand3b_1 | 3 |
| nand4_1 | 2 |
| buf_4 | 6 |
| o21ai_0 | 2 |
| dlymetal6s2s_1 | 2 |
| nand3_1 | 3 |
## worst min-delay path by stage
stage        from        to  slack (ps)  cells after the start
5_1_grt    dip[6]  skt01p27        1780                      3
6_report   dip[7]  skt23p27        1730                      3
4_1_cts   romen_b   romoe_b        1900                      3
## kinds of logic after synthesis
kind of cell / synth area share
flip-flops: 0.362
latches: 0.0271
AND/OR/NAND/NOR: 0.351
AND-OR/OR-AND: 0.197
buffers and inverters: 0.0633
## timing repair
| action | CTS | global route |
|---|---|---|
| pin swaps | 7 | 7 |
| resized | 21 | 3 |
| setup endpoints to repair | 7 | 5 |
| hold buffers | 0 | 0 |
| buffers inserted | 0 | 0 |
## critical path: stages
cell and delay, ps:
buf_4 130, or4b_4 520, a211oi_4 290, o311ai_4 150, and2_1 170, clkdlybuf4s50_1 410
## per-stage QoR
stage                     area [µm²]  power, mW
final                            970     0.0582
after global routing             970     0.0640
after CTS                        962     0.0588
after detailed placement         917     0.0572
after global placement           917     0.0568
after floorplan                  553     0.0158
Power is estimated from default activity; no workload was simulated.
