==> design.v <==
module cpld_sixrom(dip, reset_b,adr15,adr14,adr13,ioreq_b,mreq_b,romen_b,wr_b,rd_b,data,romdis,rom01cs_b,rom23cs_b, rom45cs_b,  clk, romoe_b, roma14, busrq_b, busack_b);
  input [7:0] dip;
  input reset_b;
  input adr15;
  input adr14;
  input adr13;
  input ioreq_b;
  input mreq_b;
  input romen_b;
  input wr_b;
  input rd_b;
  input [7:0] data;
  input  clk;
  input  busrq_b;
  input  busack_b;
  output romdis;
  output rom01cs_b;
  output rom23cs_b;
  output rom45cs_b;
  output romoe_b;
  output roma14;
  reg [7:0] romsel_q;
  reg [5:0] rom16k_cs_r ;
  assign rom01cs_b = !(rom16k_cs_r[0] | rom16k_cs_r[1]) ;
  assign rom23cs_b = !(rom16k_cs_r[2] | rom16k_cs_r[3]) ;
  assign rom45cs_b = !(rom16k_cs_r[4] | rom16k_cs_r[5]) ;
  assign roma14    =   rom16k_cs_r[1] | rom16k_cs_r[3] | rom16k_cs_r[5];
  assign romoe_b  = romen_b;
  assign romdis = | rom16k_cs_r ;
  wire      wclk = !(!ioreq_b && !wr_b && !adr13 && adr15 && adr14);
  always @ (negedge reset_b or posedge wclk )
    if ( !reset_b)
      romsel_q <= 8'b0;
    else
      romsel_q <= data;
  always @ ( * )
    begin
      rom16k_cs_r = 6'b0;
      if (!adr14)
        rom16k_cs_r[0] = ( dip[0] & (dip[7]==1'b0));
      else
        if ( dip[7:6]== 2'b00 ) begin
          rom16k_cs_r[0] = 1'b0 ;
          rom16k_cs_r[1] = dip[1] & ( romsel_q == 8'h0 ) ;
          rom16k_cs_r[2] = dip[2] & ( romsel_q == 8'h1 ) ;
          rom16k_cs_r[3] = dip[3] & ( romsel_q == 8'h2 ) ;
          rom16k_cs_r[4] = dip[4] & ( romsel_q == 8'h3 ) ;
          rom16k_cs_r[5] = dip[5] & ( romsel_q == 8'h4 ) ;
        end
        else if ( dip[7:6]== 2'b01 ) begin
          rom16k_cs_r[0] = 1'b0 ;
          rom16k_cs_r[1] = dip[1] & ( romsel_q == 8'h0 ) ;
          rom16k_cs_r[2] = dip[2] & ( romsel_q == 8'hA ) ;
          rom16k_cs_r[3] = dip[3] & ( romsel_q == 8'hB ) ;
          rom16k_cs_r[4] = dip[4] & ( romsel_q == 8'hC ) ;
          rom16k_cs_r[5] = dip[5] & ( romsel_q == 8'hD ) ;
        end
        else if ( dip[7:6]== 2'b10 ) begin
          rom16k_cs_r[0] = dip[0] & ( romsel_q == 8'h1 ) ;
          rom16k_cs_r[1] = dip[1] & ( romsel_q == 8'h2 ) ;
          rom16k_cs_r[2] = dip[2] & ( romsel_q == 8'h3 ) ;
          rom16k_cs_r[3] = dip[3] & ( romsel_q == 8'h4 ) ;
          rom16k_cs_r[4] = dip[4] & ( romsel_q == 8'h5 ) ;
          rom16k_cs_r[5] = dip[5] & ( romsel_q == 8'h6 ) ;
        end
        else if ( dip[7:6]== 2'b11 ) begin
          rom16k_cs_r[0] = dip[0] & ( romsel_q == 8'h8 ) ;
          rom16k_cs_r[1] = dip[1] & ( romsel_q == 8'h9 ) ;
          rom16k_cs_r[2] = dip[2] & ( romsel_q == 8'hA ) ;
          rom16k_cs_r[3] = dip[3] & ( romsel_q == 8'hB ) ;
          rom16k_cs_r[4] = dip[4] & ( romsel_q == 8'hC ) ;
          rom16k_cs_r[5] = dip[5] & ( romsel_q == 8'hD ) ;
        end
    end  
endmodule
==> run.sh <==
#!/bin/bash
# OpenROAD 26Q1-2900-gdf79404cd8, Yosys 0.63+post, stock flow scripts
make -C /OpenROAD-flow-scripts/flow DESIGN_CONFIG=/design/flow/config.mk WORK_HOME=/design/flow/orfs finish
==> config.mk <==
export PLATFORM = sky130hd
export DESIGN_NAME = cpld_sixrom
export DESIGN_NICKNAME = cpld_sixrom
export VERILOG_FILES = /design/flow/design.v
export SDC_FILE = /design/flow/constraint.sdc
export NUM_CORES = 4
export LEC_CHECK = 1
export CORE_AREA = 10 10 70 70
export DIE_AREA = 0 0 80 80
==> constraint.sdc <==
current_design cpld_sixrom

set clk_period 2.7
set clk_io_pct 0.2

create_clock -name clk0 -period $clk_period

set non_clock_inputs [all_inputs -no_clocks]
set_input_delay [expr $clk_period * $clk_io_pct] -clock clk0 $non_clock_inputs
set_output_delay [expr $clk_period * $clk_io_pct] -clock clk0 [all_outputs]
==> impl_metrics.tcl <==
# implementation run metrics
set metrics [dict create \
    yosys.cell_types.count 34 \
    slew_violations 0 \
    report.final.hold_viol_count 0 \
    total_switching_power_w 0.0000259 \
    timing.critical_path.slowest_stage_cell "sky130_fd_sc_hd__clkdlybuf4s50_1" \
    cap_violations 0 \
    critPathKind "in2out" \
    syn-instance-count 70 \
    endpoint_class_of_the_critical_path "primary output" \
    vdd.ir_drop.worst_v 0.0000338 \
    drt-pass1-iter-count 4 \
    ys_cells 70 \
    timing.critical_path.arrival_ps 2090 \
    ys_seq_share_pct 33.1 \
    drt_iter0_markers 71 \
    number_of_register_pins_that_no_clock_reaches 8 \
    chipArea_um2 6400 \
    power.internal_w 0.0000514 \
    static-leakage-power_nw 0.390 \
    synth.top_cell.area_share_pct 33.1 \
    wire_per_inst_um 12.5 \
    fp.dieW_um 80 \
    row_count 21 \
    insertedDiodeCount 0 \
    rsz0062_at_grt "yes" \
    die.size.y_um 80 \
    wirelength_um 1800 \
    worst_setup_path_startpoint "dip[6]" \
    fin_tns_setup_ps 0 \
    critPathLaunchType "input pin" \
    yosys_warnings 1 \
    initial_core_util_pct 17.7 \
    fin_crit_sh_pct 97.5 \
    measured_slew_at_the_worst_slew_check_pin_ps 846 \
    stage_log_warnings 38 \
    detailed_place.area_um2 947 \
    timing.critical_path.cells "dlygate4sd2_1, buf_4, and3b_1, o21ai_1, a21oi_2, buf_4, nor2b_4, clkdlybuf4s50_1" \
    antenna_found_initial 0 \
    grt_start_max_net_pins 12 \
    power_density_nw_per_um2 75.8 \
    share_comb_of_total_power_pct 94.5 \
    timing.hold.worst.class "in2out" \
    grt_pass1_vias 678 \
    worst_case_hold_slack_ps 1080 \
    grt_use_total_pct 5.75 \
    synth.most_common_cell "sky130_fd_sc_hd__dfrtn_1" \
    critical_path.endpoint "rom23cs_b" \
    edf_count 0 \
    largest_reg_flops 8 \
    final_antenna_net_count 0 \
    required_ps 2160 \
    leftover_overflow_at_the_end_of_global_routing 0 \
    p_seq_share_pct 5.5 \
    post-layout-total-power_w 0.0000773 \
    clock_power_share_pct 0 \
    max_freq_ghz 0.380 \
    timing.final.setup_violations 0 \
    port-buffer-count 27 \
    slew_hr_pct 43.1 \
    async_reset_ff_share_pct 100 \
    flop_cell "sky130_fd_sc_hd__dfrtn_1" \
    synth_flop_count 8 \
    largest-register "romsel_q" \
    max_stage_delay_ps 460 \
    post-route-cell-area_um2 1020 \
    drc_errors 0 \
    num_vias 637 \
    synth_area_um2 606 \
    area_reported_by_yosys_stat_um2 606 \
    post-synth-top-area-cell "sky130_fd_sc_hd__dfrtn_1" \
    finalNonFillerCells 144 \
    layout.filler_cells 370 \
    area_inside_the_core_boundary_um2 3420 \
    finalWorstPathRequiredPeriod_ps 2630 \
    grt_first_pass_wirelength_um 3160 \
    synthTopCellsByArea "sky130_fd_sc_hd__dfrtn_1, sky130_fd_sc_hd__nor4_1, sky130_fd_sc_hd__nand2_1" \
    synth.top_cells.by_count "sky130_fd_sc_hd__dfrtn_1, sky130_fd_sc_hd__nand2_1, sky130_fd_sc_hd__nor2_1, sky130_fd_sc_hd__nor4_1, sky130_fd_sc_hd__clkbuf_1" \
    layout_cell_share_with_drive_strength_beyond_1_pct 27.6 \
    netSwitchingFraction_pct 33.5 \
    largestRegisters "romsel_q: 8 flops" \
    io_pins 34 \
    post_synth.cell_area_avg_um2 8.65 \
    place_hpwl_um 1510 \
    place_inst 143 \
    gp_routability_congestion 0.869 \
    critical_path.most_common_cell "sky130_fd_sc_hd__buf_4" \
    syn_to_final_growth_pct 68.4 \
    unconstrained_endpoints 8 \
    run_status "finished, final reports clean" \
    drt-vias-per-instance 4.42 \
    worst-path-max-fanout 11 \
]
routing by layer:
layer	routed length (um)	part of all wire (%)	vias up	global-route usage, %
met5	0	0	-	0
met4	17	0.95	0	0
met3	155	8.6	2	2.16
met2	826	46	23	9.31
met1	796	44	294	7.57
li1	-	-	318	-
kinds of logic after synthesis:
group | Yosys count | share of synthesized area [%]
xor gates and xnor gates | 1 | 1.45
DFF | 8 | 33.1
and+or+nand+nor | 38 | 39.7
AOI/OAI and AO/OA | 15 | 18.8
buffers and inverters | 8 | 7.02
how the worst min path moves through the flow:
stage	start	endpoint	slack, ps	cells past startpoint
after CTS	romen_b	romoe_b	1080	0
after global routing	romen_b	romoe_b	1080	0
final	romen_b	romoe_b	1080	0
timing repair:
| action | 4_1_cts | 5_1_grt |
|---|---|---|
| gates cloned | 0 | 0 |
| resized | 15 | 10 |
| buffers inserted | 0 | 1 |
| hold buffers | 0 | 0 |
| endpoints found under the setup margin | 5 | 3 |
| pin swaps | 7 | 7 |
power groups by stage:
stage         registers (W)   logic, W  clock network (W)
CTS              0.00000413  0.0000711                  0
global route     0.00000447  0.0000791                  0
finish           0.00000425  0.0000731                  0
worst max-delay path, delay by kind of cell:
kind | cells | cell delay, ps
compound gates | 2 | 240
buf+inv | 4 | 1010
simple gates | 2 | 290
metrics by stage:
stage / util [%] / setup slack, ps
floorplan: - / 528
global placement: 27.7 / -379
detailed placement: 27.7 / -382
CTS: 28.5 / 16.4
global route: 29.9 / -18.9
finish: 29.9 / 67.7
layout make-up:
type	count	area (um^2)	share of cell area, %
well taps	46	57.6	5.64
flip-flops and latches	8	200	19.6
multi-input cells	54	432	42.3
inverters	1	3.75	0.368
repair buffers	35	327	32.0
cell usage in the layout, fill, tap and decap left out, types with 2 or more instances in the layout:
| cell | count |
|---|---|
| sky130_fd_sc_hd__clkdlybuf4s50_1 | 20 |
| sky130_fd_sc_hd__buf_4 | 9 |
| sky130_fd_sc_hd__dfrtn_1 | 8 |
| sky130_fd_sc_hd__nand2_1 | 7 |
| sky130_fd_sc_hd__nor2_1 | 7 |
| sky130_fd_sc_hd__nor4_1 | 4 |
| sky130_fd_sc_hd__dlygate4sd2_1 | 4 |
| sky130_fd_sc_hd__a21oi_2 | 3 |
| sky130_fd_sc_hd__nand2b_1 | 2 |
| sky130_fd_sc_hd__nor2b_4 | 2 |
| sky130_fd_sc_hd__nand3_1 | 2 |
| sky130_fd_sc_hd__a311o_1 | 2 |
| sky130_fd_sc_hd__nand4_1 | 2 |
Power and IR drop assume default switching activity.
