==> design/flow/design.v <==
module cpld_ram512k_overdrive(rfsh_b,adr15,adr14,iorq_b,mreq_b,ramrd_b,reset_b,wr_b,rd_b,data,ramdis,ramcs_b,ramadrhi,ready, clk, ramoe_b, ramwe_b);
  input            rfsh_b;
  inout            adr15;    
  input            adr14;
  input            iorq_b;
  input            mreq_b;
  input            ramrd_b;
  input            reset_b;
  input            wr_b;
  inout            rd_b;    
  input [7:0]      data;
  input            ready;
  input            clk;
  output           ramdis;
  output           ramcs_b;
  output [4:0]     ramadrhi;
  output           ramoe_b;
  output           ramwe_b;
  reg [5:0]        ramblock_q;
  reg [2:0]        hibit_tmp_r;  
  reg [4:0]        ramadrhi_r;
  reg [1:0]        state_q;
  reg              ready_f_q;              
  reg              ramcs_b_r;
  reg              clken_lat_qb;
  reg              adr15_q;
  reg              mreq_b_q;
  reg              mwr_cyc_q, mwr_cyc_f_q;
  reg              exp_ram_r;   
  reg              shadow_en_b_r;
  reg              adr15_overdrive_r;
  wire             mwr_cyc_w;
  wire             overdrive_mode = 1'b1;  
  wire             shadow_mode = 1'b1;     
  wire [2:0]       shadow_bank = 3'b111;  
  wire             wclk    = !(clk|clken_lat_qb); 
  assign ramadrhi = ramadrhi_r ;
  assign ramwe_b = wr_b ;
  assign ramoe_b = ramrd_b | (overdrive_mode & mwr_cyc_w) ;
  assign rd_b  = ( overdrive_mode ) ? ( exp_ram_r & mwr_cyc_w ) ? 1'b0 : 1'bz : 1'bz;
  assign adr15 = ( adr15_overdrive_r ) ? 1'b1 : 1'bz;
  assign ramdis  = !ramcs_b_r  ;
  assign ramcs_b = ramcs_b_r | mreq_b | !rfsh_b ;
  parameter IDLE=2'b00, T1=2'b01, T2=2'b11, END=2'b10;  
  assign mwr_cyc_w = (state_q==T1)|(state_q==T2);
  always @ (negedge reset_b or posedge clk)
    if ( !reset_b )
      state_q <= IDLE;
    else
      case ( state_q ) 
        IDLE: state_q <= (!mreq_b & mreq_b_q & rfsh_b & rd_b ) ? T1 : IDLE ;
        T1:   state_q <= (ready_f_q) ? T2: T1;
        T2:   state_q <= END;
        END:  state_q <= (!mreq_b & mreq_b_q & rfsh_b & rd_b ) ? T1 : IDLE ;
      endcase
  always @ ( negedge reset_b or negedge clk)
    if ( !reset_b )
      ready_f_q = 1'b1;
    else
      ready_f_q = ready;
  always @ ( negedge reset_b or posedge clk )
      if ( !reset_b)
          mreq_b_q <= 1'b1;                                      
      else
          mreq_b_q <= mreq_b;                                     
  always @ ( negedge reset_b or negedge clk )
    if ( !reset_b)
      mwr_cyc_f_q <= 1'b0;
    else
      mwr_cyc_f_q <= mwr_cyc_q;
   always @ (negedge reset_b or negedge mreq_b ) 
     if ( !reset_b ) 
       adr15_q <= 1'b0;
     else
       adr15_q <= adr15;
  always @ ( * )
    if ( clk ) 
      clken_lat_qb <= !(!iorq_b && !wr_b && !adr15 && data[6] && data[7]);
  always @ (negedge reset_b or posedge wclk )
    if (!reset_b)
      ramblock_q <= 6'b0;
    else
      ramblock_q <= data[5:0];
  always @ (*) begin
    adr15_overdrive_r = 0;
    if (overdrive_mode)
      if ( shadow_mode )
        adr15_overdrive_r = (ramblock_q[2:0]==3'b011) & !adr15_q & adr14 & mwr_cyc_w ;
      else
        adr15_overdrive_r = (ramblock_q[2:0]==3'b011) & !adr15_q & adr14 & !mreq_b ;  
  end
  always @ ( * ) begin
    if ( shadow_mode ) begin
      hibit_tmp_r = ramblock_q[5:3] ;        
      if ( hibit_tmp_r == shadow_bank )  
        hibit_tmp_r[0] = 1'b0;  
      shadow_en_b_r = !(!wr_b & adr14 & adr15_q);
      case (ramblock_q[2:0])
 	3'b000: {exp_ram_r, ramcs_b_r, ramadrhi_r} = { 1'b0, shadow_en_b_r , shadow_bank, adr15_q,adr14 };
 	3'b001: {exp_ram_r, ramcs_b_r, ramadrhi_r} = ( {adr15_q,adr14}==2'b11 ) ? {1'b1, 1'b0, hibit_tmp_r,2'b11} : { 1'b0, shadow_en_b_r , shadow_bank, adr15_q,adr14 };
 	3'b010: {exp_ram_r, ramcs_b_r, ramadrhi_r} = { 1'b1, 1'b0,hibit_tmp_r, adr15_q,adr14} ; 
 	3'b011: {exp_ram_r, ramcs_b_r, ramadrhi_r} = ( {adr15_q,adr14}==2'b11 ) ? {2'b10,hibit_tmp_r,2'b11} : ({adr15_q,adr14}==2'b01) ? {2'b00,shadow_bank,2'b11} : { 1'b0, shadow_en_b_r , shadow_bank, adr15_q,adr14 };
 	3'b100: {exp_ram_r, ramcs_b_r, ramadrhi_r} = ( {adr15_q,adr14}==2'b01 ) ? {2'b10,hibit_tmp_r,2'b00} : { 1'b0, shadow_en_b_r , shadow_bank, adr15_q, adr14 };              
 	3'b101: {exp_ram_r, ramcs_b_r, ramadrhi_r} = ( {adr15_q,adr14}==2'b01 ) ? {2'b10,hibit_tmp_r,2'b01} : { 1'b0, shadow_en_b_r , shadow_bank, adr15_q, adr14 };              
 	3'b110: {exp_ram_r, ramcs_b_r, ramadrhi_r} = ( {adr15_q,adr14}==2'b01 ) ? {2'b10,hibit_tmp_r,2'b10} : { 1'b0, shadow_en_b_r , shadow_bank, adr15_q, adr14 };              
 	3'b111: {exp_ram_r, ramcs_b_r, ramadrhi_r} = ( {adr15_q,adr14}==2'b01 ) ? {2'b10,hibit_tmp_r,2'b11} : { 1'b0, shadow_en_b_r , shadow_bank, adr15_q, adr14 };
      endcase  
    end
    else begin
      case (ramblock_q[2:0])
 	3'b000: {exp_ram_r, ramcs_b_r, ramadrhi_r} = { 2'b01, 5'bxxxxx };
 	3'b001: {exp_ram_r, ramcs_b_r, ramadrhi_r} = ( {adr15,adr14}==2'b11 ) ? {2'b10,ramblock_q[5:3],2'b11} : {2'b01, 5'bxxxxx};
 	3'b010: {exp_ram_r, ramcs_b_r, ramadrhi_r} = { 2'b10,ramblock_q[5:3],adr15,adr14} ; 
 	3'b011: {exp_ram_r, ramcs_b_r, ramadrhi_r} = ( {adr15_q,adr14}==2'b11 ) ? {2'b10,ramblock_q[5:3],2'b11} : {2'b01, 5'bxxxxx }; 
 	3'b100: {exp_ram_r, ramcs_b_r, ramadrhi_r} = ( {adr15,adr14}==2'b01 ) ? {2'b10,ramblock_q[5:3],2'b00} : {2'b01, 5'bxxxxx };              
 	3'b101: {exp_ram_r, ramcs_b_r, ramadrhi_r} = ( {adr15,adr14}==2'b01 ) ? {2'b10,ramblock_q[5:3],2'b01} : {2'b01, 5'bxxxxx };              
 	3'b110: {exp_ram_r, ramcs_b_r, ramadrhi_r} = ( {adr15,adr14}==2'b01 ) ? {2'b10,ramblock_q[5:3],2'b10} : {2'b01, 5'bxxxxx };              
 	3'b111: {exp_ram_r, ramcs_b_r, ramadrhi_r} = ( {adr15,adr14}==2'b01 ) ? {2'b10,ramblock_q[5:3],2'b11} : {2'b01, 5'bxxxxx };
      endcase 
    end	    
  end
endmodule
==> design/flow/run.sh <==
#!/bin/bash
# OpenROAD 26Q1-2900-gdf79404cd8, Yosys 0.63+post, stock flow scripts
make -C /OpenROAD-flow-scripts/flow DESIGN_CONFIG=/design/flow/config.mk WORK_HOME=/design/flow/orfs finish
==> design/flow/config.mk <==
export PLATFORM = sky130hd
export DESIGN_NAME = cpld_ram512k_overdrive
export DESIGN_NICKNAME = cpld_ram512k_overdrive
export VERILOG_FILES = /design/flow/design.v
export SDC_FILE = /design/flow/constraint.sdc
export NUM_CORES = 4
export LEC_CHECK = 1
export CORE_AREA = 10 10 70 70
export DIE_AREA = 0 0 80 80
==> design/flow/constraint.sdc <==
current_design cpld_ram512k_overdrive

set clk_period 1.1
set clk_io_pct 0.2

create_clock -name clk0 -period $clk_period [get_ports {clk}]
create_clock -name clk1 -period $clk_period [get_ports {mreq_b}]

set non_clock_inputs [all_inputs -no_clocks]
set_input_delay [expr $clk_period * $clk_io_pct] -clock clk0 $non_clock_inputs
set_output_delay [expr $clk_period * $clk_io_pct] -clock clk0 [all_outputs]
==> results_slide.txt <==
Flow Results at a Glance

Detailed routing
  – Ant. Diodes: 0
  – DRT Wirelength: 653 um
  – DRC viols: 0
  – Via/cell ratio: 2.09
  – Antenna Nets Post-Route: 0
  – DR WL/cell: 7.42 um
  – Iteration count of the initial detailed-routing pass: 3
  – DR vias: ~180
  – DR iter-0 viols: 3

Power and ir drop
  – P_leak: 0.232 nW
  – Total power: 662 uW
  – Power per cell area: 1510 mW/mm2
  – VDD IR max: 0.225 mV

Synth
  – Largest area contributor in the netlist: buf_4
  – Syn. warnings: 4
  – Mapped Area: approximately 210 um2
  – Area leader share: 0.287
  – Top area cell types: buf_4 29%, dfrtp_1 24%, dfstp_2 13%
  – Post-synth cell types: 11
  – Syn avg cell area: between 10 and 15 um2
  – Cells after Synth: 20
  – Synth Seq Share: 0.485
  – Synth flops: 4
  – Cells in synth_stat.txt: 20
  – Chip area in the Yosys report: 209 um2

Layout
  – Layout filler cell count: 398
  – Ratio of cells with drive above 1 in the final layout: 0.429
  – Post-route cell area: 438 um2
  – Area growth from synthesis to layout: 110%

CTS
  – # hold bufs at CTS: 0
  – Clock transition at path regs: roughly 0.04 ns
  – CTS tree: yes

Placed design
  – Worst slack, placed: -0.724 ns
  – Port bufs: 12
  – DP Wirelength: 511 um
  – Area after DPL: 365 um2
  – GPL Wtd Cong: 0.657

Global route
  – Total Routing Usage GR: 0.0218
  – GRT overflow: 0
  – Antenna violations before repair: 0
  – Largest net degree at the start of global routing: 3
  – First-pass GRT wire length: 1020 um
  – Number of global-route vias before repair: 256

STA
  – Final hold vios: 0
  – Unrepaired setup endpoints after global routing: yes
  – Fin. max-slew vios: 0
  – Number of setup violations in the final report: 7
  – Clock Skew: 0.0568 ns
  – Final worst slack: -0.850 ns

Die
  – Die width: 80 um
  – Core Region: 0.00342 mm2
  – Total die size: ~0.0064 mm2
  – Die y size: 80 um
  – I/O Pins: 28
  – FP Util: 0.0612
  – FP Rows: 21

Outcome
  – Failing checks: setup timing
  – Status: finished, violations left

Critical path
  – CP Class: register to output pin
  – Maximum fanout along the worst path: 2
  – CP Data Required Time: 0.88 ns
  – Worst Path Arrival: roughly 1.7 ns
  – Crit path launch type: register
  – Crit path capture type: output pin

Min path
  – Worst hold path class: input port to async pin

Run
  – Log Warnings: 41
  – Max-Cap Viols: 0
==> cells in the final DEF (no fill, tap or decap) <==
| cell | instances |
|---|---|
| and2_4 | 1 |
| and3b_1 | 1 |
| buf_2 | 2 |
| buf_4 | 5 |
| buf_6 | 1 |
| clkbuf_4 | 8 |
| clkdlybuf4s15_1 | 2 |
| clkdlybuf4s50_1 | 3 |
| conb_1 | 6 |
| dfrtn_1 | 1 |
| dfrtp_1 | 2 |
| dfstp_2 | 1 |
| dlygate4sd2_1 | 2 |
| dlymetal6s2s_1 | 2 |
| inv_1 | 2 |
| nand3b_1 | 1 |
| nor2b_1 | 1 |
| or3_1 | 1 |
==> worst paths after layout <==
path | startpoint | slack, ns | depth (start not counted) | end
min in group clk0 | state_q[2] | 0.59 | 2 | state_q[2]
setup / recovery | adr15_q | -0.85 | 4 | ramcs_b
hold reg to reg | state_q[2] | 0.59 | 2 | state_q[2]
max in group asynchronous | reset_b | 0.25 | 1 | ready_f_q
hold / removal | reset_b | 0.39 | 3 | state_q[2]
setup reg to reg | ready_f_q | -0.20 | 1 | state_q[3]
==> flip-flops by register name, indices dropped and copies added, names as in the netlist <==
name / count
ready_f_q: 1
state_q: 2
adr15_q: 1
==> stage by stage <==
step | TNS (ns) | instances | util | hold slack (ns)
finish | -2.72 | 88 | 0.128 | 0.394
global route | -2.99 | 88 | 0.128 | 0.385
CTS | -2.80 | 88 | 0.125 | 0.384
detailed placement | -3.47 | 77 | 0.107 | 0.581
global placement | -3.33 | 77 | 0.107 | 0.575
floorplan | -0.783 | 24 | - | -0.0756
==> power by group <==
part / switching [mW] / internal [mW] / leakage (nW)
sequential: 0.00159 / 0.154 / 0.0501
clock: 0.115 / 0.344 / 0.0507
combinational: 0.0121 / 0.0362 / 0.132
==> logic make-up (layout without fill, tap and decap cells) <==
group	Yosys count	count (layout)	share of synthesized area
other cells	2	6	0.0359
buf+inv	9	27	0.305
simple gates	5	5	0.174
flops	4	4	0.485
==> cells in the mapped netlist <==
library cell  count
buf_4             8
conb_1            2
dfrtp_1           2
and2_2            1
and3b_1           1
dfrtn_1           1
dfstp_2           1
inv_1             1
nand3b_1          1
nor2b_1           1
or3_1             1
==> worst max-delay path, cell delays in order, from the launching register on <==
cell and delay [ns]:
dfrtn_1 0.39, and3b_1 0.17, buf_4 0.10, nand3b_1 0.06
buf_2 0.11
==> per-layer routing <==
layer  global-route usage  wire [um]  vias to the layer above
li1                     -          -                       91
met1               0.0167        271                       85
met2               0.0241        300                        8
met3               0.0307         81                        0
met4               0.0211          0                        0
met5                    0          0                        -
==> area by class of cell <==
class / count / area (um2) / area share
Clock inverter: 2 / 7.51 / 0.0171
Timing Repair Buffer: 16 / 146 / 0.334
Sequential cell: 4 / 101 / 0.231
Tap cell: 46 / 57.6 / 0.131
Clock buffer: 9 / 65.1 / 0.149
Multi-Input combinational cell: 11 / 60.1 / 0.137
==> timing repair <==
action / CTS / global route
resized: 15 / 3
buffers inserted: 2 / 1
pin swaps: 1 / 0
gates cloned: 0 / 0
setup endpoints to repair: 10 / 9
Power is estimated from default activity; no workload was simulated.
