### flow/constraint.sdc
current_design cpld_ram512k

set clk_period 1.1
set clk_io_pct 0.2

create_clock -name clk0 -period $clk_period [get_ports {clk}]
create_clock -name clk1 -period $clk_period [get_ports {mreq_b}]

set non_clock_inputs [all_inputs -no_clocks]
set_input_delay [expr $clk_period * $clk_io_pct] -clock clk0 $non_clock_inputs
set_output_delay [expr $clk_period * $clk_io_pct] -clock clk0 [all_outputs]
### flow/design.v
module cpld_ram512k(busreset_b,adr15,adr14,iorq_b,mreq_b,ramrd_b,reset_b,wr_b,rd_b,data,ramdis,ramcs_b,ramadrhi,ready, clk, ramoe_b, ramwe_b, adr15_out,
);
  input            busreset_b;
  inout            adr15;    
  inout            adr14;
  input            iorq_b;
  input            mreq_b;
  input            ramrd_b;
  input            reset_b;
  input            wr_b;
  input            rd_b;    
  input [7:0]      data;
  input            ready;
  input            clk;
  output           ramdis;
  output           ramcs_b;
  output [4:0]     ramadrhi;
  output           ramoe_b;
  output           ramwe_b;
  inout[1:0]       adr15_out;
  reg [5:0]        ramblock_q;
  reg [4:0]        ramadrhi_r;
  reg              ramcs_b_r;
  reg              clken_lat_qb;
  reg [5:0]        hibit_tmp_r;
  reg              adr15_q;
  reg              adr14_q;  
  reg              mreq_b_q;
  wire              mode464 = 1'b1 ;
  wire              shadowhi = 1'b0 ;  
  reg              overdrive_hi_q ;  
  reg              overdrive_lo_q ;
  wire             wclk    = !(clk|clken_lat_qb); 
  assign ramoe_b = ramrd_b;		
  assign ramwe_b = wr_b ;  
  assign ramcs_b = ramcs_b_r | mreq_b ;
  assign ramdis  = !ramcs_b_r ;    
  assign ramadrhi = ramadrhi_r ;
  assign {adr15, adr15_out}  = (overdrive_hi_q & !mreq_b ) ?3'b111: 
                               (overdrive_lo_q & !mreq_b ) ?3'b000: 
                               3'bzzz ;  
  assign adr14               = (overdrive_lo_q & !mreq_b  ) ?1'b0: 
                               1'bz ;  
  always @ (negedge reset_b or posedge clk ) 
    if ( !reset_b ) begin
      overdrive_hi_q <= 1'b0;       
      overdrive_lo_q <= 1'b0;
    end
    else begin
      if ( mreq_b) begin
        overdrive_hi_q <= 1'b0;         
        overdrive_lo_q <= 1'b0;
      end
      else if (mreq_b_q) begin  
        overdrive_hi_q <= (ramblock_q[2:0] == 3'b011) & ({adr15_q,adr14_q}==2'b01);                   
        overdrive_lo_q <= ((ramblock_q[2:0] == 3'b011) & (adr15_q & adr14_q)) |  
                          ((ramblock_q[2:0] == 3'b001) & (adr15_q & adr14_q)) |  
                          (ramblock_q[2:0] == 3'b010) |               
                          (ramblock_q[2] & ( !adr15_q & adr14_q)) ;   
      end
    end  
   always @ (negedge reset_b or posedge clk ) 
     if ( !reset_b ) begin
       mreq_b_q <= 1'b1;
     end
     else begin
       mreq_b_q <= mreq_b;
     end
   always @ (negedge reset_b or negedge mreq_b ) 
     if ( !reset_b ) begin
       adr15_q <= 1'b0;
       adr14_q <= 1'b0;       
     end
     else begin
       adr15_q <= adr15;
       adr14_q <= adr14;       
     end
  always @ ( clk )
    if ( clk ) begin
      clken_lat_qb <= !(!iorq_b && !wr_b && !adr15 && data[6] && data[7]);
    end
  always @ (negedge reset_b or posedge wclk )
    if (!reset_b)
      ramblock_q <= 6'b0;
    else
      ramblock_q <= data[5:0];
  wire [2:0]        shadow_bank = { shadowhi,2'b11};    
  always @ ( * )
    begin
      hibit_tmp_r = ramblock_q;       
      if ( (ramblock_q[5:3] == shadow_bank) & mode464 )  
        hibit_tmp_r[5:3] =   (shadow_bank) & 3'b110;  
      case (hibit_tmp_r[2:0])
	3'b000: {ramcs_b_r, ramadrhi_r} = { !mode464, shadow_bank, adr15, adr14_q };
	3'b001: {ramcs_b_r, ramadrhi_r} = ( {adr15_q,adr14_q}==2'b11 ) ? {1'b0, hibit_tmp_r[5:3],2'b11} : { !mode464, shadow_bank, adr15_q, adr14_q };
	3'b010: {ramcs_b_r, ramadrhi_r} = { 1'b0,hibit_tmp_r[5:3],adr15_q,adr14_q} ; 
	3'b011: {ramcs_b_r, ramadrhi_r} = ( {adr15_q,adr14_q}==2'b11 ) ? {1'b0,hibit_tmp_r[5:3],2'b11} : {!mode464, shadow_bank, (adr15_q|adr14_q), adr14_q };
	3'b100: {ramcs_b_r, ramadrhi_r} = ( {adr15_q,adr14_q}==2'b01 ) ? {1'b0,hibit_tmp_r[5:3],2'b00} : {!mode464, shadow_bank, adr15_q, adr14_q };              
	3'b101: {ramcs_b_r, ramadrhi_r} = ( {adr15_q,adr14_q}==2'b01 ) ? {1'b0,hibit_tmp_r[5:3],2'b01} : {!mode464, shadow_bank, adr15_q, adr14_q };              
	3'b110: {ramcs_b_r, ramadrhi_r} = ( {adr15_q,adr14_q}==2'b01 ) ? {1'b0,hibit_tmp_r[5:3],2'b10} : {!mode464, shadow_bank, adr15_q, adr14_q };              
	3'b111: {ramcs_b_r, ramadrhi_r} = ( {adr15_q,adr14_q}==2'b01 ) ? {1'b0,hibit_tmp_r[5:3],2'b11} : {!mode464, shadow_bank, adr15_q, adr14_q };
      endcase  
    end 
endmodule
### flow/config.mk
export PLATFORM = sky130hd
export DESIGN_NAME = cpld_ram512k
export DESIGN_NICKNAME = cpld_ram512k
export VERILOG_FILES = /design/flow/design.v
export SDC_FILE = /design/flow/constraint.sdc
export NUM_CORES = 4
export LEC_CHECK = 1
export CORE_AREA = 10 10 70 70
export DIE_AREA = 0 0 80 80
### flow/run.sh
#!/bin/bash
# OpenROAD 26Q1-2900-gdf79404cd8, Yosys 0.63+post, stock flow scripts
make -C /OpenROAD-flow-scripts/flow DESIGN_CONFIG=/design/flow/config.mk WORK_HOME=/design/flow/orfs finish
==> results.txt <==
The flow run is done. The flow ran to the end, but the final reports show violations. The checks that failed: setup timing. Global-route met3 utilization landed at ~4%.

The required time at the worst endpoint is listed as 880 ps. TritonCTS built the clock tree. After synthesis the netlist holds a flip-flop and latch count of 7.

STA classifies the critical path startpoint as a register. Buffers inserted to repair hold after CTS numbered 0. Remaining global-route overflow landed at 0. Number of top-level design ports landed at 30.

Number of distinct standard cells referenced by the synthesized netlist landed at 13. For this run the detailed placement stage logged an HPWL of between 500 and 600 um. In this run the worst setup path begins at ramblock_q[1]$_DFF_NN0_.

Area share of fa/ha/maj cells after synthesis landed at 0%. The most critical setup path has its endpoint at ramadrhi[3]. In this run the tool buffered the top-level ports with 15 buffer cells. Simple-gate share of the synthesized area landed at 15.29%. Across every metal layer, demand over resource in global routing totals approximately 2.5%. Power density over cell area landed at 901.3 nW/um^2. Post-route worst setup slack landed at -1281 ps. Mux share of post-synthesis cell area landed at 0%.

The routed design has approximately 740 um of wire. STA classifies the critical path endpoint as an output port. Global routing used under 10% of the available met1 tracks. For reference, the post-synthesis area per instance comes to 10.81 um^2. The initialized floorplan defines 21 standard-cell rows. Xor-xnor portion of the synthesized cell area landed at 0%. The highest supply drop recorded on VDD is 0.6752 mV. Global-route track usage on met2 landed at under 10%.

Core box area landed at ~3400 um^2. After clock tree synthesis, the clock-pin slew on the worst setup and hold paths is 30 ps. Setup repair after global routing could not meet its margin everywhere. Instance tally after logic synthesis landed at 28. The final hold violation count recorded for this run is 0. Average wire length per cell after detail routing landed at ~7.8 um. Proportion of layout cells with a drive suffix above 1 landed at 34.69%. Among the non-sequential cells, buffers and inverters take the most area.

Yosys synthesis warning count landed at 3. Maximum net fanout on the critical path landed at 3. Entering global routing, the biggest net connects 7 pins. For reference, the final report shows the max-slew violation count at 0.

Remaining number of nets flagged by the antenna check after routing landed at 0. Per the log, the first TritonRoute iteration ended with a DRC count of 11. The finished layout reports a core utilization of between 10% and 20%. Area used by sequential logic in the layout landed at around 170 um^2.

The min-delay analysis places its worst path in the category in2async. Per the synthesis report, the dominant area consumer among library cells is sky130_fd_sc_hd__dfrtn_1. First-pass GRT wire length landed at around 1200 um. Combinational cell area excluding buffers and inverters landed at between 80 and 90 um^2. The final antenna diode tally reported by the flow is 0. Average via count per standard cell landed at roughly 2.3. The synth_stat.txt file lists the number of cells as 28. After layout, the design draws a total of about 470 uW.

The power report puts the leakage power at 0.2300 nW. Chip area in the Yosys report landed at 302.8 um^2. Fraction of the core area occupied by cells at floorplan landed at under 10%. Between the synthesized netlist and the finished layout, the area growth was recorded as 72.73%. The run reported a max-capacitance violation count of 0.

Vertical die dimension landed at around 80 um. Number of design rule violations left after detail routing landed at 0. The synthesized netlist occupies a cell area of roughly 300 um^2. The stage logs contain a warning count of 33. Data on the critical path arrives at its endpoint at 2160 ps. The die covers between 6000 and 7000 um^2.

After global routing, the most crowded layer is met3. The iteration count recorded for the first detailed-route pass is 2. Setup violation total in the final timing report landed at 4.

Number of filler cells placed in the layout landed at 405. In the post-synthesis netlist, the biggest area contributors are sky130_fd_sc_hd__dfrtn_1 50%, sky130_fd_sc_hd__buf_4 25%, sky130_fd_sc_hd__dlxtp_1 5.0%. The critical path in this run is classified as reg2out.

Initial antenna violation count landed at 0. The die is around 80 um wide. Total via count after detailed routing landed at approximately 220. Top-area cell type share of the netlist area landed at about half. Last weighted congestion value of the routability-driven placer landed at about 0.60. The via count of the first global-routing pass was about 310. The synthesized netlist devotes under 10% of its cell area to compound gates.
## timing repair
action / CTS / global route
buffers inserted: 1 / 0
gates resized: 14 / 0
pin swaps: 1 / 1
endpoints found under the setup margin: 5 / 4
## logic make-up after synthesis
group	count (synthesis)
buffers and inverters	11
and+or+nand+nor	7
DFF	6
other	2
AOI/OAI and AO/OA	1
latches	1
## power by group
group          switching, mW  total (mW)  internal [mW]  leakage, nW
clock                 0.0719       0.362          0.290       0.0463
sequential           0.00467      0.0542         0.0495       0.0778
combinational         0.0131      0.0557         0.0426        0.106
## state kept, by name, indices dropped and copies added (netlist names)
signal	count
ramblock_q	6
clken_lat_qb	1
## synth_stat cells
cell / n
sky130_fd_sc_hd__nand3_1: 1
sky130_fd_sc_hd__dlxtp_1: 1
sky130_fd_sc_hd__or2_2: 1
sky130_fd_sc_hd__dfrtn_1: 6
sky130_fd_sc_hd__inv_1: 1
sky130_fd_sc_hd__nand2b_1: 1
sky130_fd_sc_hd__nor2_1: 1
sky130_fd_sc_hd__buf_4: 10
sky130_fd_sc_hd__nor3b_2: 1
sky130_fd_sc_hd__o21ai_0: 1
sky130_fd_sc_hd__conb_1: 2
sky130_fd_sc_hd__nor2b_1: 1
sky130_fd_sc_hd__and2_1: 1
## cell usage in the layout (no fill, tap or decap), drive strengths merged
cell type / instances
clkdlybuf4s50: 11
clkbuf: 10
conb: 7
dfrtn: 6
buf: 5
nor3b: 1
nand2b: 1
inv: 1
nor2b: 1
o21ai: 1
nor2: 1
nand3: 1
or2: 1
and2: 1
dlxtp: 1
## layer usage
metal,vias to the layer above,share of wire [%]
li1,110,-
met1,93,34
met2,19,48
met3,0,18
met4,0,0
met5,-,0
## per-stage QoR
stage,instance area (um^2),setup WS [ps],instances,hold WS (ps),TNS (ps)
after floorplan,321.6,-311.1,33,286.4,-873.0
after global placement,454.2,-816.4,84,220.0,-4878
after detailed placement,454.2,-858.2,84,220.0,-5029
after CTS,523.0,-1313,95,123.0,-4189
after global routing,523.0,-1407,95,114.6,-4487
final,523.0,-1281,95,133.6,-4074
## layout make-up
class	count	area share [%]
well taps	46	11.00
repair buffers	16	26.32
clock buffers	10	14.35
flip-flops and latches	7	31.58
multi-input cells	15	16.03
inverters	1	0.7177
## critical path, cell delays in order, from the launching register on
cell and delay, ps:
sky130_fd_sc_hd__dfrtn_1 390, sky130_fd_sc_hd__nor3b_4 190, sky130_fd_sc_hd__buf_4 130, sky130_fd_sc_hd__nand2b_1 40, sky130_fd_sc_hd__buf_2 110
## how the worst min path moves through the flow
stage / to / cells past startpoint / slack [ps]
after CTS: ramblock_q[5]$_DFF_NN0_ / 1 / 120
after global routing: ramblock_q[3]$_DFF_NN0_ / 1 / 110
final: ramblock_q[5]$_DFF_NN0_ / 1 / 130
No activity file was given, so power comes from the tool's default toggle rates.
